==> /design/flow/design.v <==
module mem_data (dataOut, address, dataIn, clk, writeEn, rst);
    output[16-1:0]       dataOut;     
    input[16-1:0]        address;     
    input[16-1:0]        dataIn;      
    input clk;                               
    input writeEn;                           
    input rst;                               
    wire[$clog2(500):0] address_trunc = 
        address[$clog2(500):0];
    reg[8-1:0] memory[0:500];
    integer i;
    always @(negedge clk) begin
        if(rst)
            for (i = 0; i < 500; i = i + 1) begin
                memory[i] <= 0;
            end
        else if(writeEn)
            {memory[address_trunc], memory[address_trunc+1]} <= dataIn;
    end
    assign dataOut = {memory[address_trunc], memory[address_trunc+1]};
endmodule
==> /design/flow/run.sh <==
#!/bin/bash
# OpenROAD 26Q1-2900-gdf79404cd8, Yosys 0.63+post, stock flow scripts
make -C /OpenROAD-flow-scripts/flow DESIGN_CONFIG=/design/flow/config.mk WORK_HOME=/design/flow/orfs finish
==> /design/flow/config.mk <==
export PLATFORM = sky130hd
export DESIGN_NAME = mem_data
export DESIGN_NICKNAME = mem_data
export VERILOG_FILES = /design/flow/design.v
export SDC_FILE = /design/flow/constraint.sdc
export NUM_CORES = 4
export LEC_CHECK = 1
export CORE_UTILIZATION = 40
==> /design/flow/constraint.sdc <==
current_design mem_data

set clk_period 190.5
set clk_io_pct 0.2

create_clock -name clk0 -period $clk_period [get_ports {clk}]

set non_clock_inputs [all_inputs -no_clocks]
set_input_delay [expr $clk_period * $clk_io_pct] -clock clk0 $non_clock_inputs
set_output_delay [expr $clk_period * $clk_io_pct] -clock clk0 [all_outputs]
==> results.toml <==
# synthesis and place-and-route metrics
[layout]
reg_top3 = "memory x4096"
mostFrequentLayoutCells = "4176 x inv_1, 4096 x edfxtp_1, 4008 x a22o_1, 2469 x mux4_2, 1153 x buf_4"
drive_gt1_share_pct = 23.7
regMostFlops = "memory"
syn_to_final_growth_pct = 18.7
largest_reg_flops = 4096
mostFrequentLayoutCell = "inv_1"

[worst_hold_path]
hold_path_end = "dataOut[12]"
hp-class = "input pin to output pin"
min_from = "address[8]"
hold_depth = 6

[synth]
synth_cell_types = 71
ys_seq_elements = 4096
syn-cell-area_mm2 = 0.238
avgSynthCellArea_um2 = 15.2
yosys_warnings = 1
edf_count = 4096
ys_area_mm2 = 0.238
ys.flop_type = "edfxtp_1"
synth_cells = 15686
async_flop_share_pct = 0
ys_cells = 15686
ys_seq_share_pct = 51.6

[sta]
rsz0062_at_grt = "false"
slew_viol_final = 0
setup_ws_ps = 50990
slew_headroom_pct = 5.42
worst_pin_slew_ps = 1410
holdWs_ps = 77580
setup-violations-final = 0
hold_violations = 0
setup_tns_ps = 0

[clock_network]
clockBufferDepth = 4
cts_resized = 0
cts_root_buf = "clkbuf_16"
cts_tree = "built"
hold_buffers = 0
htreeDepth = 5
post_cts_buffers = 0
clkSinkCount = 4096
clk_pin_slew_ps = 30
cts_made_buffers = 473

[floorplan]
fp-utilization_pct = 40.2
rows = 283
die_x_um = 774
die_h_um = 774
pin_count = 51
core-area_mm2 = 0.594
die_area_mm2 = 0.599

[drt]
ant_nets = 0
drt_iter0_drc = 17158
vias = 187406
wl_per_cell_um = 35.4
wirelength_mm = 992
drc = 0
vias_per_cell = 6.69
firstDrtPassIters = 7

[worst_setup_path]
required_ps = 152400
critical_path_class = "register to output pin"
cp_max_fo = 2
max_stage_delay_ps = 1040
start_kind = "register"
cp.arrival_ps = 101410
critPathLaunch = "memory[381][3]$_DFFE_NP_"
cp-end-kind = "output pin"
path_cells = "mux4_2 -> mux4_2 -> a22oi_1 -> a21oi_1 -> a2111oi_2 -> nand4_1 -> clkdlybuf4s50_1"
cp_slowest_cell = "a2111oi_2"
path_common_cell = "mux4_2"

[global_route]
grtUsageMet1_pct = 37.1
overflow = 0
grt_util_met3_pct = 31.3
grt_pass1_wl_mm = 1390
antenna_found_initial = 97
grt_use_met2_pct = 45.7
grt_pass1_vias = 197541
top_usage_layer = "met2"
grt_start_max_net_pins = 99
grt_use_total_pct = 35.4

[pwr]
p_leak_nw = 109
p_per_area_mw_per_mm2 = 9.78
ir_drop_uv = 9.33

[job]
warning_count = 1039
maxCapViolations = 0

[placement]
io_buffers = 43
dpl_worst_slack_ps = 51610
gp_congestion = 1.03
hpwl_mm = 639

[status]
status = "complete, no violations"
[layer usage]
layer	vias to the layer above	wire length, um
li1	75705	-
met1	92459	292000
met2	15888	423000
met3	3191	200000
met4	163	69300
met5	-	7090
[cells by family after synthesis]
family | count (synthesis) | synth area share (%)
simple gates | 2294 | 4.33
fa+ha+maj | 5 | 0.0262
xor+xnor | 14 | 0.0546
compound gates | 4738 | 16.6
buf+inv | 1896 | 3.37
flops | 4096 | 51.6
mux | 2643 | 24.1
[worst max-delay path by stage]
stage / end / slack [ps] / cells past startpoint
6_report: dataOut[3] / 50990 / 7
5_1_grt: dataOut[3] / 51330 / 7
4_1_cts: dataOut[3] / 51520 / 7
[critical path, delay by kind of cell, from the launching register on]
| family | cells | cell delay, ps |
|---|---|---|
| and+or+nand+nor | 1 | 1000 |
| DFF | 1 | 390 |
| AOI/OAI and AO/OA | 3 | 2000 |
| muxes | 2 | 1060 |
| buffers and inverters | 1 | 670 |
[per-stage QoR]
stage	utilization, %	std cells	instance area [um2]	power, mW
floorplan	-	15686	238000	1.40
global placement	42.2	22858	251000	1.55
detailed placement	42.2	22858	251000	1.55
CTS	47.6	27834	283000	2.77
global route	47.6	27896	283000	2.90
finish	47.7	28005	283000	2.77
[cells in the mapped netlist, types with 10 or more instances]
| cell | n | area (um2) |
|---|---|---|
| a211oi_1 | 10 | 75.1 |
| a21oi_1 | 71 | 355 |
| a221oi_1 | 15 | 131 |
| a22o_1 | 4008 | 35100 |
| a22oi_1 | 79 | 593 |
| a311oi_1 | 16 | 140 |
| a31oi_1 | 36 | 225 |
| a32oi_1 | 17 | 149 |
| and2_1 | 11 | 68.8 |
| and3_1 | 24 | 150 |
| buf_1 | 81 | 304 |
| buf_2 | 382 | 1910 |
| buf_4 | 70 | 526 |
| buf_6 | 23 | 259 |
| clkbuf_1 | 1327 | 4980 |
| edfxtp_1 | 4096 | 123000 |
| mux2_2 | 98 | 1100 |
| mux2i_1 | 76 | 761 |
| mux4_2 | 2469 | 55600 |
| nand2_1 | 474 | 1780 |
| nand3_1 | 168 | 841 |
| nand4_1 | 20 | 125 |
| nor2_1 | 1057 | 3970 |
| nor3_1 | 294 | 1470 |
| nor3_2 | 91 | 911 |
| o21ai_0 | 399 | 2000 |
| o22ai_1 | 23 | 144 |
| or3_1 | 127 | 795 |
| xnor2_1 | 11 | 96.3 |
[where the power goes]
part | leakage, nW | internal [mW] | switching [mW] | total (mW)
Combinational | 40.0 | 0.132 | 0.229 | 0.361
Sequential | 38.8 | 1.04 | 0.0262 | 1.07
Clock | 30.0 | 0.703 | 0.635 | 1.34
[final cells by class]
type                       instances  area, um2
tap                             7837       9810
fill                           49666     311000
multi-input combinational       9694     108000
timing repair buffer            1218       9680
antenna                          171        428
inverter                          12       60.1
clock inverter                  4502      20300
clock buffer                     475      11900
sequential                      4096     123000
Power is estimated from default activity; no workload was simulated.
