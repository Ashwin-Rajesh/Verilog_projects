[/design/flow/design.v]
module ram (address, data, write, en, clk);
    parameter WIDTH     = 8;             
    parameter A_SIZE    = 8;             
    input[A_SIZE-1:0]   address;         
    inout[WIDTH-1:0]    data;            
    input               write;           
    input               en;              
    input               clk;             
    reg[WIDTH-1:0]      memory[(2**A_SIZE)-1:0];
    reg[WIDTH-1:0]      data_out;
    assign data = (en == 1'b1 && write == 1'b0) ? data_out : {WIDTH{1'bz}};
    always @(posedge clk) begin
        if(en == 1'b1)
            if(write == 1'b1)
                memory[address] = data;
            else
                data_out = memory[address];
    end
endmodule
[/design/flow/run.sh]
#!/bin/bash
# OpenROAD 26Q1-2900-gdf79404cd8, Yosys 0.63+post, stock flow scripts
make -C /OpenROAD-flow-scripts/flow DESIGN_CONFIG=/design/flow/config.mk WORK_HOME=/design/flow/orfs finish
[/design/flow/config.mk]
export PLATFORM = sky130hd
export DESIGN_NAME = ram
export DESIGN_NICKNAME = ram
export VERILOG_FILES = /design/flow/design.v
export SDC_FILE = /design/flow/constraint.sdc
export NUM_CORES = 4
export LEC_CHECK = 1
export CORE_UTILIZATION = 30
[/design/flow/constraint.sdc]
current_design ram

set clk_period 10.3
set clk_io_pct 0.2

create_clock -name clk0 -period $clk_period [get_ports {clk}]

set non_clock_inputs [all_inputs -no_clocks]
set_input_delay [expr $clk_period * $clk_io_pct] -clock clk0 $non_clock_inputs
set_output_delay [expr $clk_period * $clk_io_pct] -clock clk0 [all_outputs]
==> out/metrics.yaml <==
outcome: "did not finish"
failing_step: "clock tree synthesis (4_1_cts)"
run_error: "[error] [KeplerFormal.cpp:679] Workflow failed: Iso has multiple drivers: .data4, place1130.X0"
cts_post_setup_buffers_inserted: 0
post_synthesis_cell_count_from_yosys: 5214
die_h_um: 523
pin_count: 19
syn_inst: 5214
synth.avg_cell_area_sq_um: 15.6
synth.yosys.warnings: 3
clock_tree.root_cell: "sky130_fd_sc_hd__clkbuf_16"
cts.sinks: 2056
syn_area_sq_um: 81400
core.rowCount: 190
die_x_um: 523
cts_hold_buffers: 0
place_area_sq_um: 89400
cts_buffers: 195
clockBufferDepth: 3
cts_resized: 0
synthFlopType: "sky130_fd_sc_hd__edfxtp_1"
numSynthFlops: 2056
htreeDepth: 4
io_buffers: 10
synth-edff-count: 2056
yosys_area_sq_um: 81400
synth_async_sr_flop_share_pct: 0
global_placer_s_final_weighted_congestion: 1.12
place_hpwl_um: 273000
floorplan.core_util_pct: 30.3
seq_area_frac_synth_pct: 75.8
synthDistinctLibCells: 87
## synth_stat cells (10+ instances only)
cell | number | share of area (%)
sky130_fd_sc_hd__a2111oi_0 | 47 | 0.51
sky130_fd_sc_hd__a211oi_1 | 75 | 0.69
sky130_fd_sc_hd__a21oi_1 | 159 | 0.98
sky130_fd_sc_hd__a221o_1 | 12 | 0.15
sky130_fd_sc_hd__a221oi_1 | 28 | 0.30
sky130_fd_sc_hd__a222oi_1 | 99 | 1.2
sky130_fd_sc_hd__a22o_1 | 51 | 0.55
sky130_fd_sc_hd__a22oi_1 | 422 | 3.9
sky130_fd_sc_hd__a31oi_1 | 25 | 0.19
sky130_fd_sc_hd__a32o_1 | 19 | 0.23
sky130_fd_sc_hd__a32oi_1 | 112 | 1.2
sky130_fd_sc_hd__and3_1 | 40 | 0.31
sky130_fd_sc_hd__and4_1 | 11 | 0.12
sky130_fd_sc_hd__buf_1 | 69 | 0.32
sky130_fd_sc_hd__buf_2 | 167 | 1.0
sky130_fd_sc_hd__buf_4 | 17 | 0.16
sky130_fd_sc_hd__buf_6 | 18 | 0.25
sky130_fd_sc_hd__clkbuf_1 | 189 | 0.87
sky130_fd_sc_hd__edfxtp_1 | 2056 | 76
sky130_fd_sc_hd__nand2_1 | 122 | 0.56
sky130_fd_sc_hd__nand3_1 | 456 | 2.8
sky130_fd_sc_hd__nand4_1 | 150 | 1.2
sky130_fd_sc_hd__nor2_1 | 186 | 0.86
sky130_fd_sc_hd__nor3_1 | 75 | 0.46
sky130_fd_sc_hd__nor4_1 | 79 | 0.61
sky130_fd_sc_hd__o2111ai_1 | 10 | 0.11
sky130_fd_sc_hd__o211ai_1 | 11 | 0.10
sky130_fd_sc_hd__o21ai_0 | 71 | 0.44
sky130_fd_sc_hd__o22a_1 | 19 | 0.20
sky130_fd_sc_hd__o22ai_1 | 195 | 1.5
sky130_fd_sc_hd__or4_1 | 30 | 0.28
## kinds of logic after synthesis
family,share of synthesized area [%]
compound gates,13.0
flops,75.8
simple gates,8.43
mux,0.0261
buf+inv,2.66
xor+xnor,0.0968
## through the flow
stage | setup WS (ns) | cells
floorplan | 4.69 | 5214
global placement | 2.63 | 8888
detailed placement | 2.93 | 8893
